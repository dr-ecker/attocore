`./config.mk`:
```
export PLATFORM = sky130hd
export DESIGN_NAME = sel64
export DESIGN_NICKNAME = sel64
export VERILOG_FILES = /design/flow/design.v
export SDC_FILE = /design/flow/constraint.sdc
export NUM_CORES = 4
export LEC_CHECK = 1
export CORE_AREA = 10 10 80 80
export DIE_AREA = 0 0 90 90
```
`./run.sh`:
```
#!/bin/bash
# OpenROAD 26Q1-2900-gdf79404cd8, Yosys 0.63+post, stock flow scripts
make -C /OpenROAD-flow-scripts/flow DESIGN_CONFIG=/design/flow/config.mk WORK_HOME=/design/flow/orfs finish
```
`./constraint.sdc`:
```
current_design sel64

set clk_period 1.4
set clk_io_pct 0.2

create_clock -name clk0 -period $clk_period

set non_clock_inputs [all_inputs -no_clocks]
set_input_delay [expr $clk_period * $clk_io_pct] -clock clk0 $non_clock_inputs
set_output_delay [expr $clk_period * $clk_io_pct] -clock clk0 [all_outputs]
```
`./design.v`:
```
module sel64(sel,out);
 input [5:0] sel  ;
 output [63:0] out; 
 assign out = 1 << sel;
endmodule
```
==> qor.yml <==
cells_and_area:
  clkbuf_count: 0
  flop_area_sq_um: 0
  drive_gt1_frac: 0.858
  layout_top_cells: "45 x buf_2, 32 x buf_4, 30 x buf_6, 24 x nor2_2"
  lay_top_count: "buf_2"
  flops: 0
  final_util: 0.441
  area_growth_pct: 348
placed_design:
  dp_hpwl_microns: 2630
  port_buffers: 70
  gp_congestion: 0.748
worst_setup_path:
  crit_arrival_ns: 1.28
  worst-path-buf-inv: 3
  crit_path_cell_trace: "buf_12 -> or4_4 -> buf_6 -> nor2_1 -> buf_2"
  worstSetupEndpointType: "output pin"
  cp.required_ns: 1.12
  crit_family: "simple AND/OR/NAND/NOR gates"
  slowest_delay_ns: 0.54
  critical_path_class: "input port to output pin"
  crit_cells: 5
  startpoint_type: "input port"
  path_max_fanout: 8
  cpMaxStageDelayCell: "or4_4"
die:
  fp.dieW_microns: 90
  ios: 70
  die_area_sq_um: 8100
  die_h_microns: 90
  core_area_sq_um: 4720
  rows: 25
  fp_util: 0.0985
logic_synthesis:
  muxShareOfSynthArea: 0
  ys_top_logic_family: "simple AND/OR/NAND/NOR gates"
  synth.avg_cell_area_sq_um: 4.90
  ys_cells: 95
  xor_area_frac: 0
  yosys_warnings: 0
  ys_seq_frac: 0
  yosysChipArea_sq_um: 465
  syn_inst: 95
  syn-cell-area_sq_um: 465
  fa_ha_area_frac: 0
  ys_sh_aoi: 0
  ys_sh_simple: 0.909
  ys_types: 11
power_and_ir_drop:
  peakVddDrop_mv: 0.0753
  p_per_area_nw_per_um2: 202
  p_leak_nw: 0.999
routing:
  via_per_inst: 3.97
  n_antenna_cell: 0
  postRouteAntennaNets: 0
  drt_iter0_drc: 28
  drc_errors: 0
  vias: 1162
  wire_per_inst_microns: 14.8
  totalWireLength_microns: 4340
  dr.pass1.iters: 3
clock_network:
  cts-hold-fix-buffers: 0
sta:
  relSlewSlack: 0.881
  worstMarginPinSlew_ns: 0.178
  hold_ws_ns: 0.902
  final.setup.tns_ns: -2.56
  finalCritPeriodShare: 1.12
  rsz0062_at_grt: "true"
  min_period_ns: 1.56
  timing.fmax_mhz: 640
  finalWorstSetupSlack_ns: -0.162
  hold_viol_final: 0
  slew_violations: 0
  finalSetupViolCount: 32
global_route:
  top_usage_layer: "met2"
  gr-usage-met1: 0.125
  grt_use_met3: 0.0243
  track_usage: 0.0945
  overflow: 0
  grt_pass1_vias: 1173
  antenna_found_initial: 0
  grt_pass1_wl_microns: 6420
  gr-usage-met2: 0.158
  grt_max_degree: 14
job:
  tool_warnings: 34
  maxCapViolations: 0
run_status:
  violations: "negative setup slack"
  outcome: "finished, violations left"
min_path:
  hold_class: "input port to output pin"
  hold_depth: 4
-- kinds of logic after synthesis --
logic type / count (synthesis)
simple gates: 84
buf+inv: 11
-- synthesized netlist by cell type --
master / n / area [sq um]
nand4b_1: 4 / 35.0
nor2_1: 64 / 240
nand4bb_1: 6 / 67.6
or4_4: 1 / 11.3
nand2b_1: 2 / 12.5
clkbuf_1: 10 / 37.5
nand4_1: 1 / 6.26
or4b_1: 4 / 40.0
buf_2: 1 / 5.00
or2_2: 1 / 6.26
nand2_1: 1 / 3.75
-- cell type report --
type | count | area, sq um
Timing Repair Buffer | 141 | 1220
Fill cell | 434 | 2640
Multi-Input combinational cell | 85 | 774
Tap cell | 67 | 83.8
-- path summary, 6_finish.rpt --
| check | from | end | slack (ns) |
|---|---|---|---|
| hold / removal | sel[2] | out[26] | 0.90 |
| setup / recovery | sel[3] | out[16] | -0.16 |
-- layer usage --
| metal | up-vias | wire length (microns) |
|---|---|---|
| li1 | 577 | - |
| met1 | 536 | 1980 |
| met2 | 47 | 1990 |
| met3 | 2 | 354 |
| met4 | 0 | 18 |
| met5 | - | 0 |
-- what timing repair did --
| action | 4_1_cts | 5_1_grt |
|---|---|---|
| resized | 254 | 91 |
| gates cloned | 3 | 1 |
| pin swaps | 66 | 51 |
| setup buffers | 45 | 11 |
| endpoints found under the setup margin | 64 | 54 |
-- worst min-delay path: stages --
cell and delay (ns):
buf_16 0.08, or4b_4 0.13, nor2_1 0.04, buf_2 0.10
-- metrics by stage --
step | instance area [sq um] | worst slack [ns] | total power [mW] | cells
floorplan | 465 | 0.0914 | 0.0670 | 95
global placement | 1360 | -0.957 | 0.188 | 236
detailed placement | 1360 | -0.977 | 0.188 | 236
CTS | 1780 | -0.237 | 0.337 | 283
global route | 2080 | -0.209 | 0.444 | 293
finish | 2080 | -0.162 | 0.421 | 293
-- where the power goes --
group	internal [mW]	switching (mW)
clock network	0	0
registers	0	0
logic	0.251	0.170
Power and IR drop assume default switching activity.
